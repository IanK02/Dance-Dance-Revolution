==> ./design.v <==
module seg7 (bcd, leds);
    input logic [3:0] bcd;
    output logic [6:0] leds;
    always_comb begin
        case (bcd)
            4'b0000: leds = 7'b1000000;  
            4'b0001: leds = 7'b1111001;  
            4'b0010: leds = 7'b0100100;  
            4'b0011: leds = 7'b0110000;  
            4'b0100: leds = 7'b0011001;  
            4'b0101: leds = 7'b0010010;  
            4'b0110: leds = 7'b0000010;  
            4'b0111: leds = 7'b1111000;  
            4'b1000: leds = 7'b0000000;  
            4'b1001: leds = 7'b0010000;  
            default: leds = 7'b1111111;   
        endcase
    end
endmodule
==> ./run.sh <==
#!/bin/bash
# OpenROAD 26Q1-2900-gdf79404cd8, Yosys 0.63+post, stock flow scripts
make -C /OpenROAD-flow-scripts/flow DESIGN_CONFIG=/design/flow/config.mk WORK_HOME=/design/flow/orfs finish
==> ./config.mk <==
export PLATFORM = sky130hd
export DESIGN_NAME = seg7
export DESIGN_NICKNAME = seg7
export VERILOG_FILES = /design/flow/design.v
export SDC_FILE = /design/flow/constraint.sdc
export NUM_CORES = 4
export LEC_CHECK = 1
export CORE_AREA = 10 10 70 70
export DIE_AREA = 0 0 80 80
==> ./constraint.sdc <==
current_design seg7

set clk_period 1.0
set clk_io_pct 0.2

create_clock -name clk0 -period $clk_period

set non_clock_inputs [all_inputs -no_clocks]
set_input_delay [expr $clk_period * $clk_io_pct] -clock clk0 $non_clock_inputs
set_output_delay [expr $clk_period * $clk_io_pct] -clock clk0 [all_outputs]
==> results.py <==
# Flow results
metrics = {
    "global_route": {
        "grt_pass1_wl_mm": 1.39,
        "antenna_found_initial": 0,
        "grt_pass1_vias": 299,
        "grt_max_degree": 11,
        "grt_use_total_pct": 2.63,
        "gr-total-overflow": 0,
    },
    "final_layout": {
        "combGateArea_um2": 256,
        "stdcell_count": 100,
        "seq_area_um2": 0,
        "fillCellCount": 392,
        "final_layout_size_suffix_gt1_share_pct": 66.7,
        "ff_count": 0,
        "num-clock-buffers": 0,
        "final_core_util_pct": 14.9,
        "syn_to_final_growth_pct": 142,
    },
    "worst_setup_path": {
        "criticalPathCategory": "input pin to output pin",
        "crit_fanout": 4,
        "crit_required_ns": 0.80,
        "worstSetupStartpointType": "input pin",
        "arrival_ns": 1.12,
        "end_kind": "output pin",
    },
    "flow_run": {
        "tool_warnings": 38,
        "cap_violations": 0,
    },
    "sta": {
        "worst_pin_slew_ns": 0.275,
        "fmax_ghz": 0.758,
        "setup_viol": 7,
        "slew_violations": 0,
        "hold_slack_ns": 0.833,
        "min_period_ns": 1.32,
        "fin_crit_sh_pct": 132,
        "rsz0062_at_grt": "true",
        "hold_viol": 0,
        "slew_headroom_pct": 81.7,
        "setup_slack_ns": -0.319,
    },
    "logic_synthesis": {
        "synth.distinct_cells": 13,
        "yosysCellCount": 33,
        "postSynthCellCount": 33,
        "syn_area_per_cell_um2": 6.37,
        "ys_chip_area_um2": 210,
        "synth.yosys.warnings": 1,
        "ys_seq_share_pct": 0,
        "syn_area_um2": 210,
    },
    "clock_tree": {
        "hold_buffers": 0,
    },
    "die": {
        "die_w_um": 80,
        "ios": 11,
        "core_area_mm2": 0.00342,
        "num_rows": 21,
        "floorplan.core_util_pct": 6.15,
        "die_h_um": 80,
        "die_area_mm2": 0.00640,
    },
    "drt": {
        "vias": 282,
        "drtIter0Drc": 12,
        "vias_per_cell": 2.82,
        "wirelength_um": 789,
        "route.detailed.drc": 0,
        "n_antenna_cell": 0,
        "antenna_left": 0,
        "first_pass_iters": 3,
        "wl_per_cell_um": 7.89,
    },
    "pwr": {
        "power.density_mw_per_mm2": 355,
        "finalPower_mw": 0.181,
        "worst_ir_drop_vdd_v": 0.0000529,
        "p_leak_nw": 0.221,
    },
    "place": {
        "io_buffers": 11,
        "gp_congestion": 0.753,
        "dp.cells": 95,
        "hpwl_um": 572,
        "dpl_worst_slack_ns": -1.04,
    },
    "run_status": {
        "outcome": "complete, but fails checks",
        "violations": "negative setup slack",
    },
    "min_path": {
        "hold_class": "input pin to output pin",
    },
}
-- final timing paths --
| kind | from | to | depth (start not counted) |
|---|---|---|---|
| max | bcd[1] | leds[3] | 7 |
| min | bcd[2] | leds[4] | 4 |
-- per-stage QoR --
stage | setup TNS [ns] | instance area [um^2]
3_3_place_gp | -6.88 | 414
6_report | -1.53 | 509
2_1_floorplan | 0 | 210
4_1_cts | -1.65 | 499
3_5_place_dp | -6.80 | 414
5_1_grt | -1.91 | 509
-- metal layers --
layer | global-route usage, % | routed length, um | up-vias
met5 | 0 | 0 | -
met4 | 0 | 0 | 0
met3 | 0.227 | 29 | 0
met2 | 4.41 | 371 | 6
met1 | 3.76 | 387 | 126
li1 | - | - | 150
-- synth_stat cells --
master | number | area (um^2)
a31oi_1 | 1 | 6.26
nand2b_1 | 4 | 25.0
buf_6 | 1 | 11.3
buf_2 | 1 | 5.00
ha_1 | 5 | 62.6
a21oi_2 | 1 | 8.76
nand2_1 | 2 | 7.51
or2_1 | 1 | 6.26
o21ai_0 | 6 | 30.0
a21oi_1 | 2 | 10.0
inv_1 | 3 | 11.3
or2b_1 | 1 | 7.51
nor2_1 | 5 | 18.8
-- cell usage in the layout (no fill, tap or decap), types with 3 or more instances in the layout --
master / netlist / layout
buf_4: 0 / 7
o21ai_1: 0 / 3
buf_2: 1 / 8
nor2_1: 5 / 4
buf_6: 1 / 6
-- worst max-delay path: stages --
cell,delay [ns]
buf_6,0.10
buf_6,0.11
or2b_1,0.24
buf_6,0.13
a21oi_4,0.14
a31oi_1,0.06
buf_2,0.13
-- power by group --
| group | switching [mW] | total, mW | internal, mW | leakage (nW) |
|---|---|---|---|---|
| clock network | 0 | 0 | 0 | 0 |
| registers | 0 | 0 | 0 | 0 |
| logic | 0.0757 | 0.181 | 0.105 | 0.221 |
| total | 0.0757 | 0.181 | 0.105 | 0.221 |
-- what timing repair did --
action                     CTS  global route
resized                     58             8
buffers inserted             5             0
setup endpoints to repair    7             7
pin swaps                   10             5
-- final cells by class --
class | instances | area share (%)
inverters | 3 | 2.21
multi-input cells | 28 | 50.4
well taps | 46 | 11.3
repair buffers | 23 | 36.1
-- logic make-up (layout without fill, tap and decap cells) --
logic type | after synthesis | after routing | share of synthesized area (%)
compound gates | 10 | 10 | 26.2
simple gates | 13 | 13 | 31.0
fa+ha+maj | 5 | 5 | 29.8
buf+inv | 5 | 26 | 13.1
No activity file was given, so power comes from the tool's default toggle rates.
